**design.v**
```verilog
module hazardunit
(input MemRead, input [4:0] RS1,RS2,RD,
output reg controlmux,PCen,IFIDen);
always@(*)
	begin
	if(MemRead)
		begin
		if((RS1 == RD) || (RS2 == RD))
		begin
			controlmux = 1'b0;
			PCen = 1'b0;
			IFIDen = 1'b0;
		end
		end
		else 
		begin
			controlmux = 1'b1;
			PCen = 1'b1;
			IFIDen = 1'b1;
		end			
	end
endmodule
module IDU (input clk,RegWrite, 
input [31:0] Instruction,
input [63:0] WriteData,
input [4:0] Rd,RD,
input Memread,
output [63:0] RD1,RD2,immediatevalue,
output [4:0] rd, 
output [3:0] ALUcontrolinput,
output [8:0] control, 
output [4:0] RS1,RS2,
output PC_En,IFID_En);
wire controlmux;
wire [1:0] ALUop;
wire ALUSrc,MemtoReg,Regwrite,MemRead,MemWrite,Branch,jump;
assign RS1 = Instruction[19:15];
assign RS2 = Instruction[24:20];
hazardunit HazardUnit(Memread,RS1,RS2,RD,controlmux,PC_En,IFID_En);
mainController Controller(Instruction[6:0],ALUSrc,MemtoReg,Regwrite,MemRead,MemWrite,Branch,jump,ALUop);
Registerfile RegisterFile(clk,RegWrite,RS1,RS2,Rd,WriteData,RD1,RD2);
immediategeneration SignExtender(Instruction,immediatevalue);
assign control = (controlmux == 1'b1) ? {ALUSrc,MemtoReg,Regwrite,MemRead,MemWrite,Branch,jump,ALUop} : 0;
assign ALUcontrolinput = {Instruction[30],Instruction[14:12]};
assign rd = (controlmux == 1'b1) ? Instruction[11:7]: 0;
endmodule
module immediategeneration (
input [31:0] In,
output reg [63:0] Out);
always @(*)
begin
case(In[6:0])
7'b0000011 : Out <= {{{64-12}{In[31]}},In[31:20]};
7'b0100011 : Out <= {{{64-12}{In[31]}},In[31:25],In[11:7]};
7'b1100011 : Out <= {{{64-12}{In[31]}},In[31],In[7],In[30:25],In[11:8]};
7'b0010011 : Out <= {{{64-12}{In[31]}},In[31:20]};
7'b1100111 : Out <= {{{64-12}{In[31]}},In[31:20]};
7'b1101111 : Out <= {{{64-20}{In[31]}},In[31],In[19:12],In[20],In[30:21]};
default : Out <= {64{1'h0}};
endcase
end
endmodule
module mainController(
input [6:0] Opcode,
output ALUSrc,MemtoReg,RegWrite, MemRead, MemWrite, Branch,jump,output [1:0] Aluop);
reg [8:0] control;
assign {ALUSrc,MemtoReg,RegWrite,MemRead,MemWrite,Branch,jump,Aluop} = control;
always @(*)
begin
casez(Opcode)
7'b0110011 : control <= 9'b001000010;  
7'b0000011 : control <= 9'b111100000;  
7'b0100011 : control <= 9'b1x0010000;  
7'b1100011 : control <= 9'b0x0001001;  
7'b0010011 : control <= 9'b101000011;  
7'b1100111 : control <= 9'b111000100;  
7'b1101111 : control <= 9'b111000100;  
default : control    <= 9'bxx00000xx;  
endcase
end
endmodule
module Registerfile (
input clk, RegWrite, input [4:0] R1, input [4:0] R2, input [4:0] W1, input [63:0] WD1,
output  [63:0] RD1, RD2);
reg [63:0] Register [31:1];
    initial begin
        Register[31] = 64'b0;
        Register[1] = 64'd16;
        Register[2] = 64'd36;
        Register[3] = 64'd28;
        Register[4] = 64'd4;
        Register[5] = 64'd5;
        Register[6] = 64'd6;
        Register[7] = 64'd1;
        Register[15]=64'd4112;
    end
always @(negedge clk)
begin
if(RegWrite && W1!=0)
Register[W1] <= WD1;
end
assign RD1 = (R1 != 0) ? Register[R1] : 0;
assign RD2 = (R2 != 0) ? Register[R2] : 0;
endmodule
```
**run.sh**
```bash
#!/bin/bash
# OpenROAD 26Q1-2900-gdf79404cd8, Yosys 0.63+post, stock flow scripts
make -C /OpenROAD-flow-scripts/flow DESIGN_CONFIG=/design/flow/config.mk WORK_HOME=/design/flow/orfs finish
```
**config.mk**
```make
export PLATFORM = sky130hd
export DESIGN_NAME = IDU
export DESIGN_NICKNAME = IDU
export VERILOG_FILES = /design/flow/design.v
export SDC_FILE = /design/flow/constraint.sdc
export NUM_CORES = 4
export LEC_CHECK = 1
export CORE_UTILIZATION = 40
```
**constraint.sdc**
```tcl
current_design IDU

set clk_period 8.5
set clk_io_pct 0.2

create_clock -name clk0 -period $clk_period [get_ports {clk}]

set non_clock_inputs [all_inputs -no_clocks]
set_input_delay [expr $clk_period * $clk_io_pct] -clock clk0 $non_clock_inputs
set_output_delay [expr $clk_period * $clk_io_pct] -clock clk0 [all_outputs]
```
==> results.sh <==
# flow metrics
export IMPL_synth_area_top_cells="edfxtp_1, mux4_2, mux2i_1"
export IMPL_path_max_fanout=2
export IMPL_relSlewSlack_pct=40.2
export IMPL_routabilityCongestion=0.880
export IMPL_ys_cells=5692
export IMPL_port_buffers=330
export IMPL_grt_util_all_layers_pct=29.2
export IMPL_unclocked_pins=1
export IMPL_mostFrequentLayoutCells="inv_1, edfxtp_1, mux2i_1, mux4_2, buf_4"
export IMPL_vias=64929
export IMPL_worstPathArrival_ps=6820
export IMPL_worstSetupStartpointType="register"
export IMPL_finalPower_uw=26600
export IMPL_status="finished, violations left"
export IMPL_grt_pass1_wl_um=457000
export IMPL_antenna_found_initial=11
export IMPL_stdcell_area_um2=119000
export IMPL_largest_area_cell="edfxtp_1"
export IMPL_rsz0062_at_grt="true"
export IMPL_syn_instance_count=5692
export IMPL_ys_area_um2=94700
export IMPL_hold_buffers=0
export IMPL_fin_setup_tns_ps=-21.5
export IMPL_lay_top_count="inv_1"
export IMPL_clkSlewWorstSetupHoldPaths_ps=30
export IMPL_cpPeakStageDelay_ps=470
export IMPL_whs_ps=4070
export IMPL_synth_edff_count=1984
export IMPL_internal_power_uw=18900
export IMPL_worst_path_buf_inv=2
export IMPL_cts_buffers_inserted=220
export IMPL_p_sw_share_pct=28.8
export IMPL_hold_viol_final=0
export IMPL_violations="setup timing"
export IMPL_syn_area_per_cell_um2=16.6
export IMPL_required_ps=6800
export IMPL_max_cap_viol_count=0
export IMPL_p_leak_uw=0.0477
export IMPL_hold_path_class="in -> out"
export IMPL_numSynthFlops=1985
export IMPL_drt_iter0_drc=4149
export IMPL_io_pins=331
export IMPL_finalMaxSlewViolations=0
export IMPL_grt_pass1_vias=72835
export IMPL_ir_drop_uv=183
export IMPL_drive_gt1_share_pct=22.2
export IMPL_syn_area_um2=94700
export IMPL_dr_pass1_iters=6
export IMPL_setup_viol=1
export IMPL_pwr_share_comb_pct=8.6
export IMPL_cts_htree_levels=4
export IMPL_viasPerCell=5.72
export IMPL_ff_type="edfxtp_1"
export IMPL_cts_root_buf="clkbuf_16"
export IMPL_die_y_um=489
export IMPL_die_area_um2=239000
export IMPL_clock_power_share_pct=49.9
export IMPL_slowest_stage="mux4_2"
export IMPL_critical_path_class="reg -> out"
export IMPL_async_flop_share_pct=0
export IMPL_path_cells="mux4_2 > mux2i_2 > o22a_1 > o21ai_2 > buf_6 > dlygate4sd2_1"
export IMPL_floorplan_core_util_pct=40.3
export IMPL_cpLargestDelayFamily="multiplexers"
export IMPL_fin_ws_ps=-21.5
export IMPL_tightest_slew_ps=897
export IMPL_die_x_um=489
export IMPL_grt_max_degree=80
export IMPL_drt_drc_violations_left=0
export IMPL_synth_top_area_share_pct=62.9
export IMPL_wire_per_inst_um=27.9
export IMPL_grt_ovfl_total=0
export IMPL_fp_row_count=178
export IMPL_drt_wl_total_um=318000
export IMPL_synth_cell_types=59
export IMPL_power_net_switching_uw=7640
export IMPL_yosys_warnings=4
export IMPL_dp_hpwl_um=180000
export IMPL_untimed_endpoints=3
export IMPL_warnings=1030
export IMPL_power_frac_seq_pct=41.5
export IMPL_clockBufferDepth=3
export IMPL_powerDensity_nw_per_um2=223
export IMPL_core_area_um2=235000
export IMPL_placed_cell_area_um2=103000
export IMPL_cp_end_kind="output port"
export IMPL_syn_to_final_growth_pct=26.0
export IMPL_cts_tree="yes"
export IMPL_ant_nets=0
metal layers:
| metal | vias to the layer above | GRT usage [%] | share of wire (%) |
|---|---|---|---|
| met5 | - | 1.31 | 0.16 |
| met4 | 24 | 12.5 | 3.7 |
| met3 | 687 | 23.5 | 17 |
| met2 | 4428 | 41.1 | 46 |
| met1 | 31641 | 32.3 | 32 |
| li1 | 28149 | - | - |
cell type report:
cell class,instances,area (um2)
clock buffer,225,5630
multi-input combinational,3179,34300
inverter,12,52.6
timing repair buffer,650,6540
sequential,1985,59600
clock inverter,2154,9220
fill,18911,116000
tap,3150,3940
antenna,6,15.0
per-stage QoR:
stage	util (%)	worst slack, ps	cells
after floorplan	-	-1020	5692
after global placement	43.6	34.3	8947
after detailed placement	43.6	31.8	8947
after CTS	50.5	-115	11343
after global routing	50.7	-155	11357
final	50.7	-21.5	11361
cell usage after synthesis (13+ instances only):
cell type / count
mux2i_1: 806
a31oi_1: 48
a22o_1: 50
a211oi_1: 147
mux4_2: 521
o31a_1: 64
a22oi_1: 119
buf_4: 121
mux2_2: 202
nor2b_1: 18
clkbuf_1: 212
nand2_1: 130
buf_2: 77
o22ai_1: 70
o21ai_1: 63
a311o_1: 22
edfxtp_1: 1984
a221oi_1: 68
nand3_1: 19
buf_1: 41
o22a_1: 23
nor2_1: 241
buf_6: 49
a21o_1: 13
a21oi_1: 280
nand2b_1: 71
o21ai_0: 122
cells by family (layout without fill, tap and decap cells):
| group | after synthesis | after routing | share of synthesized area (%) |
|---|---|---|---|
| muxes | 1529 | 1529 | 23.3 |
| DFF | 1984 | 1984 | 62.9 |
| and+or+nand+nor | 514 | 514 | 2.42 |
| other | 0 | 6 | 0 |
| latches | 1 | 1 | 0.0159 |
| AOI/OAI and AO/OA | 1125 | 1125 | 7.94 |
| buffers and inverters | 528 | 3041 | 3.30 |
| xor gates and xnor gates | 11 | 11 | 0.102 |
worst paths after layout:
kind / slack [ps] / depth (start not counted) / start / end
min: 4070 / 2 / Instruction[21] / RS2[1]
max: -20 / 6 / RegisterFile.Register[18][23]$_DFFE_NP_ / RD1[23]
power groups by stage:
| stage | sequential [uW] | clock [uW] | combinational, uW |
|---|---|---|---|
| after CTS | 11000 | 13600 | 2250 |
| after global routing | 11000 | 14700 | 2400 |
| final | 11000 | 13300 | 2270 |
sequential cells by signal (all words and copies together), names as in the netlist:
register               cells
RegisterFile.Register   1984
HazardUnit.controlmux      1
repair_timing:
action                                  4_1_cts  5_1_grt
buffers inserted                             21       13
hold endpoints to repair                      0        0
endpoints found under the setup margin      128       87
gates resized                               639      117
pin swaps                                   159       73
Power figures rest on the tool's default switching activity, not on a simulated workload.
