`design/flow/config.mk`:
```
export PLATFORM = sky130hd
export DESIGN_NAME = riscvsingle
export DESIGN_NICKNAME = riscvsingle
export VERILOG_FILES = /design/flow/design.v
export SDC_FILE = /design/flow/constraint.sdc
export NUM_CORES = 4
export LEC_CHECK = 1
export CORE_UTILIZATION = 50
```
`design/flow/constraint.sdc`:
```
current_design riscvsingle

set clk_period 27.8
set clk_io_pct 0.2

create_clock -name clk0 -period $clk_period [get_ports {clk}]

set non_clock_inputs [all_inputs -no_clocks]
set_input_delay [expr $clk_period * $clk_io_pct] -clock clk0 $non_clock_inputs
set_output_delay [expr $clk_period * $clk_io_pct] -clock clk0 [all_outputs]
```
`design/flow/design.v`:
```
module NextPCLogic(PCNext, PCPlus4, PC, ImmExt, PCSrc);
       input [63:0] PC, ImmExt;
       input PCSrc;
       output [63:0] PCNext, PCPlus4;
	assign PCPlus4=PC+4;
        assign PCNext=(PCSrc==1)?PC+ ImmExt:PCPlus4;
endmodule
module alu(a, b, alucontrol, result, zero);
	input signed [63:0] a, b;
	input  [2:0]  alucontrol;
	output reg [63:0] result;
	output zero;
	always @(*) begin
		case (alucontrol)
	      		3'b000:  result = a+b;          
	      		3'b001:  result = a-b;          
	      		3'b010:  result = a & b;        
	      		3'b011:  result = a | b;        
	      		3'b100:  result = a ^ b;        
	      		3'b101:  result = {63'd0,(a < b)};  
	      		3'b110:  result = a << b[4:0];  
	      		3'b111:  result = a >> b[4:0];  
	      		default: result = 32'bx;
		endcase
	end
		assign zero = (result==0)? 1 : 0;
endmodule
module aludec(opb5,
              funct3,
              funct7b5, 
              ALUOp,
              ALUControl);
  input  opb5;
  input  [2:0] funct3;
  input  funct7b5; 
  input  [1:0] ALUOp;
  output reg [2:0] ALUControl;
  wire  RtypeSub;
  assign RtypeSub = funct7b5 & opb5;   
  always@(*)
    case(ALUOp)
      2'b00:                ALUControl = 3'b000;  
      2'b01:                ALUControl = 3'b001;  
      default: case(funct3)  
                 3'b000:  if (RtypeSub) 
                            ALUControl = 3'b001;  
                          else          
                            ALUControl = 3'b000;  
                 3'b010:    ALUControl = 3'b101;  
                 3'b110:    ALUControl = 3'b011;  
                 3'b111:    ALUControl = 3'b010;  
                 default:   ALUControl = 3'bxxx;  
               endcase
    endcase
endmodule
module controller(op,
                  funct3,
                  funct7b5,
                  Zero,
                  ResultSrc,
                  MemWrite,
                  PCSrc, ALUSrc,
                  RegWrite, Jump,
                  ImmSrc,
                  ALUControl);
  input  [6:0] op;
  input  [2:0] funct3;
  input  funct7b5;
  input  Zero;
  output [1:0] ResultSrc;
  output MemWrite;
  output PCSrc, ALUSrc;
  output RegWrite, Jump;
  output [1:0] ImmSrc;
  output [2:0] ALUControl;
  wire [1:0] ALUOp;
  wire       Branch;
  maindec md(op, ResultSrc, MemWrite, Branch,
             ALUSrc, RegWrite, Jump, ImmSrc, ALUOp);
  aludec  ad(op[5], funct3, funct7b5, ALUOp, ALUControl);
  assign PCSrc = Branch & Zero | Jump;
endmodule
module datapath(clk, reset,
                ResultSrc, 
                PCSrc, ALUSrc,
                RegWrite,
                ImmSrc,
                ALUControl,
                Zero,
                PC,
                Instr,
                ALUResult, WriteData,
                ReadData);
  input  clk, reset;
  input  [1:0] ResultSrc; 
  input  PCSrc, ALUSrc;
  input  RegWrite;
  input  [1:0] ImmSrc;
  input  [2:0]  ALUControl;
  output Zero;
  output [63:0]  PC;
  input  [31:0] Instr;
  output [63:0] ALUResult, WriteData;
  input  [63:0] ReadData;
  wire [63:0] PCNext, PCPlus4;
  wire [63:0] ImmExt;
  wire [63:0] SrcA, SrcB;
  wire [63:0] Result;
  flopr pcreg(clk, reset, PCNext, PC);	
  NextPCLogic pcNEXT(PCNext, PCPlus4, PC, ImmExt, PCSrc);
  regfile regFile(clk, RegWrite, Instr[19:15], Instr[24:20], Instr[11:7], Result, SrcA, WriteData);
  extend ext(Instr[31:7], ImmSrc, ImmExt[63:0]);
  mux2  srcbmux(WriteData, ImmExt, ALUSrc, SrcB);
  alu aluUnit(SrcA, SrcB, ALUControl, ALUResult, Zero);
  mux3  resultmux(ALUResult, ReadData, PCPlus4, ResultSrc, Result);
endmodule
module flopr  (clk, reset, d, q);
  input  clk, reset;
  input  [63:0] d; 
  output reg [63:0] q;
  always @(posedge clk, posedge reset)
    if (reset) q <= 0;
    else       q <= d;
endmodule
module mux2  (d0, d1, s, y);
	input  [63:0] d0, d1; 
        input  s; 
        output [63:0] y;
  assign y = s ? d1 : d0; 
endmodule
module mux3 (d0, d1, d2, s, y);
  input  [63:0] d0, d1, d2;
  input  [1:0] s;
  output [63:0] y;
  assign y = s[1] ? d2 : (s[0] ? d1 : d0); 
endmodule
module extend(instr,
	        immsrc,
              immext);
  input [31:7] instr;
  input [1:0]  immsrc;
  output reg [63:0] immext;
  always @(*)
    case(immsrc)
      2'b00:   immext = {{52{instr[31]}}, instr[31:20]};  
      2'b01:   immext = {{52{instr[31]}}, instr[31:25], instr[11:7]};
      2'b10:   immext = {{52{instr[31]}}, instr[7], instr[30:25], instr[11:8], 1'b0};
      2'b11:   immext = {{44{instr[31]}}, instr[19:12], instr[20], instr[30:21], 1'b0};
      default: immext = 64'bx;  
    endcase             
endmodule
module maindec(op,
               ResultSrc,
               MemWrite,
               Branch, ALUSrc,
               RegWrite, Jump,
               ImmSrc,
               ALUOp);
  input [6:0] op;
  output [1:0] ResultSrc;
  output MemWrite;
  output Branch, ALUSrc;
  output RegWrite, Jump;
  output [1:0] ImmSrc;
  output [1:0] ALUOp;
  reg [10:0] controls;
  assign {RegWrite, ImmSrc, ALUSrc, MemWrite,
          ResultSrc, Branch, ALUOp, Jump} = controls;
always @(*) begin
    case (op)
        7'b000_0011: controls = 14'b1_00_1_0_01_0_00_0;  
        7'b010_0011: controls = 14'b0_01_1_1_00_0_00_0;  
        7'b011_0011: controls = 14'b1_00_0_0_00_0_10_0;  
        7'b110_0011: controls = 14'b0_10_0_0_00_1_01_0;  
        7'b001_0011: controls = 14'b1_00_1_0_00_0_10_0;  
        7'b110_1111: controls = 14'b1_11_0_0_10_0_00_1;  
            default: controls = 14'b0_00_0_0_00_0_00_0;  
    endcase
end
endmodule
module regfile (clk, we3, r1, r2, r3, dw3, rd1, rd2);
    output [63:0] rd1;
    output [63:0] rd2;
    input [63:0] dw3;
    input [4:0] r1;
    input [4:0] r2;
    input [4:0] r3;
    input we3;
    input clk;
    reg [63:0] registers [31:1];
  always @(posedge clk)
    if (we3) registers[r3] <= dw3;	
  assign rd1 = (r1 != 0) ? registers[r1] : 0;
  assign rd2 = (r2 != 0) ? registers[r2] : 0;
endmodule
module riscvsingle(clk, reset,
                   PC,
                   Instr,
                   MemWrite,
                   ALUResult, WriteData,
                   ReadData);
input clk, reset;
output [63:0] PC;
input  [31:0] Instr;
output MemWrite;
output [63:0] ALUResult, WriteData;
input  [63:0] ReadData;
  wire       ALUSrc, RegWrite, Jump, Zero;
  wire [1:0] ResultSrc, ImmSrc;
  wire [2:0] ALUControl;
  controller c(Instr[6:0], Instr[14:12], Instr[30], Zero,
               ResultSrc, MemWrite, PCSrc,
               ALUSrc, RegWrite, Jump,
               ImmSrc, ALUControl);
  datapath dp(clk, reset, ResultSrc, PCSrc,
              ALUSrc, RegWrite,
              ImmSrc, ALUControl,
              Zero, PC, Instr,
              ALUResult, WriteData, ReadData);
endmodule
```
`design/flow/run.sh`:
```
#!/bin/bash
# OpenROAD 26Q1-2900-gdf79404cd8, Yosys 0.63+post, stock flow scripts
make -C /OpenROAD-flow-scripts/flow DESIGN_CONFIG=/design/flow/config.mk WORK_HOME=/design/flow/orfs finish
```
==> deck_impl_summary.md <==
Implementation Results

Route
  – DRT iter0 DRCs: between 6000 and 7000
  – 1st-pass router iterations: 6
  – Vias per cell: 6.808
  – WL final: ~440 mm
  – DRC Markers: 0
  – Antenna Nets Post-Route: 0
  – Via count: just under 80000
  – Routed len/inst: 37.94 µm

Die
  – IO Pins: 291
  – Core area: 0.2232 mm²
  – Die Area: 0.2274 mm²
  – Die W: about 480 µm
  – Pre-Place Util: 50.52%
  – Die Span Y: ~480 µm
  – Rows: about 170

Status
  – Status: finished, final reports clean

Critical path
  – WS Path Type: in2out
  – Crit path DRT: 22240 ps
  – CP endpoint kind: output pin
  – CP Max Fanout: 85
  – Arr. time, crit path: 14240 ps
  – Critical path startpoint category: input pin

Synthesis
  – Top logic family: multiplexers
  – Mux area share: 22.33%
  – Yosys cell count: 8020
  – Synth area leader: edfxtp_1
  – Count of cell types in the netlist: roughly 99
  – Top FF cell, synth: edfxtp_1
  – Syn avg cell area: 14.06 µm²
  – Xor+xnor area frac: 1.095%
  – Mapped Area: between 0.1 and 0.15 mm²
  – Simple-Gate Area Share: just over 6%
  – Yosys warnings: 7
  – Post-synth ARST share: 3.125%
  – Post-synth EDFFs: 1984
  – Yosys chip area: 0.1128 mm²
  – Max-area cell share: 52.84%
  – Yosys aoi share: 10.46%
  – Top cells, area: edfxtp_1 53%, mux4_2 17%, mux2i_1 4.4%, ha_1 2.9%, a21oi_1 2.8%
  – Synth flops: approximately 2000
  – Yosys adder share: 2.905%
  – Seq/Total Area, Yosys: roughly 54%
  – Post-Syn Instances: 8020

STA
  – Unrepaired setup endpoints after global routing: no
  – Min Clock Period, post-route: 19800 ps
  – Worst slew margin: 20.65%
  – Tcrit/Tclk final: 71.22%
  – Setup TNS: 0 ps
  – Final hold vios: 0
  – Final Skew: approximately 110 ps
  – FMAX: 0.05050 GHz
  – Slew Limit Fails: 0
  – Slew @ Worst Pin: 1178 ps
  – Setup violators final: 0

Cells and area
  – Most used logic cell in the final layout: edfxtp_1
  – Most frequent cells in the layout: 1984 x edfxtp_1, 859 x mux4_2, 580 x a21oi_1, 504 x nor2_1, 498 x mux2i_1
  – Fin cells: 11559
  – Filler cells: about 17000
  – Area Growth Syn to Fin: 13.74%
  – Layout cells sized above 1: a little over a fifth

Clocking
  – CTS tree: yes
  – Resize count post-CTS: 0
  – Clock Tree Root: clkbuf_16
  – CTS Sinks: 2048
  – Post-cts hold-fix buffer tally: 0
  – Maximum clock path buffer count: 3
  – # Post-CTS Setup Buffers: 0
  – Num CTS Buffers: 210
  – Clock Latency Late Sink: between 800 and 900 ps
  – H-tree level count: 4
  – Clock transition at the registers of the reported paths: 60 ps

Place
  – Dpl hpwl: 291.5 mm
  – Placed cells: 11155
  – PortBufs: between 200 and 300
  – Final weighted congestion in routability-driven placement: about 1.0

Flow run
  – Max-cap violations: 0
  – Tool Warnings: 162

GRT
  – Aggregate global routing overflow: 0
  – Initial antenna violation count: 21
  – Largest net degree at the start of global routing: 109
  – Overall routing resource usage: a little over two fifths
  – Global-route wire length before repair: 614.7 mm
  – Vias in the first global route: slightly above 80000

Min path
  – Worst min path class: reg2reg

Power and ir drop
  – PwrDens: about 72 mW/mm²
  – Total power: roughly 9 mW
  – LEAKAGE: 44.10 nW
  – Peak VDD IR: ~70 µV
Yosys cell counts (36+ instances only):
library cell and number:
a211oi_1 123, a21o_1 75, a21oi_1 637, and3_1 36, buf_1 137, clkbuf_1 408
dfrtp_1 64, edfxtp_1 1984, ha_1 257, inv_1 284, mux2_2 71, mux2i_1 500
mux4_2 859, nand2_1 312, nand2b_1 91, nand3_1 76, nand4_1 50, nor2_1 538
nor2b_1 37, nor3_1 73, nor3b_1 65, nor4_1 47, o211ai_1 39, o21a_1 95
o21ai_0 344, o221ai_1 131, o22ai_1 136, xnor2_1 71, xor2_1 70
where the power goes:
| group | leakage, nW | internal, mW | total [mW] | switching (mW) |
|---|---|---|---|---|
| registers | 18.4 | 3.78 | 3.84 | 0.0617 |
| logic | 22.3 | 0.826 | 2.51 | 1.68 |
| clock network | 3.35 | 1.59 | 2.84 | 1.25 |
| total | 44.1 | 6.19 | 9.19 | 2.99 |
kinds of logic (layout without fill, tap and decap cells):
family                   after synthesis  after routing
multiplexers                        1432           1432
XOR/XNOR                             141            141
buffers and inverters                852           1403
AND-OR/OR-AND                       1856           1856
AND/OR/NAND/NOR                     1431           1431
other                                  0             13
adder cells (fa/ha/maj)              260            260
flip-flops                          2048           2048
stage by stage:
step	hold WS [ps]	worst slack [ps]	util, %	area (µm²)
after floorplan	510.6	11110	-	112800
after global routing	747.9	7541	57.45	128200
final	698.2	8000	57.46	128200
after detailed placement	678.3	8281	54.35	121300
after global placement	664.1	8197	54.35	121300
after CTS	700.9	8232	57.45	128200
layer usage:
| layer | routed length, µm | share of wire [%] | global-route usage (%) |
|---|---|---|---|
| met5 | 1682 | 0.38 | 5.336 |
| met4 | 22430 | 5.1 | 16.12 |
| met3 | 85880 | 20 | 33.97 |
| met2 | 186500 | 43 | 56.04 |
| met1 | 142100 | 32 | 54.24 |
final cells by class:
| type | instances | area (µm²) | area share [%] |
|---|---|---|---|
| sequential | 2048 | 61180 | 47.71 |
| multi-input combinational | 5120 | 48960 | 38.18 |
| timing repair buffer | 727 | 6354 | 4.954 |
| clock buffer | 243 | 5379 | 4.194 |
| tap | 2975 | 3722 | 2.903 |
| clock inverter | 147 | 1539 | 1.200 |
| inverter | 286 | 1076 | 0.8391 |
| antenna | 13 | 32.53 | 0.02537 |
flip-flops by register name (all words and copies together), names as in the netlist:
register              cells
dp.pcreg.q               64
dp.regFile.registers   1984
critical path: stages:
cell and delay, ps:
buf_8 470, buf_4 730, buf_4 670, buf_12 520, mux2_2 410, a21oi_1 130, o21ai_0 120, o22ai_1 200
nor3b_1 60, o21ai_0 390, buf_4 260, o21a_1 200, ha_1 380, inv_1 110, a221oi_1 520, a21oi_1 240
o21ai_2 430, a2111oi_2 180, o21ai_1 620, a21oi_1 130, o22ai_1 210, xnor2_1 80, o21ai_0 570, clkdlybuf4s50_1 610
worst paths after layout:
| kind | depth (start not counted) | endpoint | slack, ps | from |
|---|---|---|---|---|
| worst max register to register | 24 | dp.pcreg.q[45] | 19000 | dp.regFile.registers[18][6] |
| max in group asynchronous | 3 | dp.pcreg.q[2] | 21660 | reset |
| worst min-delay path | 2 | dp.pcreg.q[6] | 700 | dp.pcreg.q[6] |
| worst min register to register | 2 | dp.pcreg.q[6] | 700 | dp.pcreg.q[6] |
| worst max-delay path | 24 | ALUResult[60] | 8000 | Instr[20] |
| min in group asynchronous | 2 | dp.pcreg.q[34] | 5080 | reset |
Power is estimated from default activity; no workload was simulated.
