[design.v]
module ALU (input [3:0] controlsignal, input [63:0] A1,A2,
output reg [63:0] Y, output zero);
always @(*)
begin
if (controlsignal == 4'b0000)
 Y = A1 & A2;
else if (controlsignal == 4'b0001)
 Y = A1 | A2;
else if(controlsignal == 4'b0010)
 Y = A1 + A2;
else if(controlsignal == 4'b0110)
Y = A1 - A2;
else if(controlsignal == 4'b0011)
Y = A1 << A2;
else if(controlsignal == 4'b0100)
begin
if((~A1+1) < (~A2+1))
Y = 1;
else 
Y = 0; 
end
else if(controlsignal == 4'b0101)
begin
if(A1 < A2)
Y = 1;
else 
Y = 0;
end
else if(controlsignal == 4'b0111)
Y = A1 ^ A2;
else if(controlsignal == 4'b1000)
Y = A1 >> A2;
else if(controlsignal == 4'b1010)
Y = A1 >>> A2;
else
 Y = {64{1'bx}};
end 
assign zero = (Y == 0) ? 1 : 0;
endmodule
module ALUControl(
input [1:0] Aluop,
input funct7,
input [2:0] funct3,
output reg [3:0] Control);
always @(*)
begin
case (Aluop)
2'b00 : Control <= 4'b0010;
2'b01 : Control <= 4'b0110;
2'b10 : case({funct7,funct3})
4'b0000 : Control <= 4'b0010;  
4'b1000 : Control <= 4'b0110;  
4'b0111 : Control <= 4'b0000;  
4'b0110 : Control <= 4'b0001;  
4'b0001 : Control <= 4'b0011;  
4'b0010 : Control <= 4'b0100;  
4'b0011 : Control <= 4'b0101;  
4'b0100 : Control <= 4'b0111;  
4'b0101 : Control <= 4'b1000;  
4'b1101 : Control <= 4'b1010;  
default : Control <= 4'bxxxx;
endcase
2'b11 : case({funct7,funct3})
4'b0000 : Control <= 4'b0010;  
4'b0010 : Control <= 4'b0100;  
4'b0011 : Control <= 4'b0101;  
4'b0100 : Control <= 4'b0111;  
4'b0110 : Control <= 4'b0001;  
4'b0111 : Control <= 4'b0000;  
4'b0001 : Control <= 4'b0011;  
4'b0101 : Control <= 4'b1000;  
4'b1101 : Control <= 4'b1010;  
default : Control <= 4'bxxxx;
endcase
endcase
end
endmodule
module EXU (input [63:0] PC, RD1, RD2, Immediatevalue, 
input [3:0] Alucontrolinput, 
input [8:0] controlsignal,
input [4:0] RS1,RS2,Rd2,Rd1,
input [63:0] ALUIN,Writedatain,
output zero, 
output [63:0] ALUresult, 
output [63:0] branchaddress  
);
wire [1:0] ForwardA,ForwardB;
wire [63:0] immediateout,ALUinput1,MUXout,ALUinput2;
wire [3:0] Alucontrol;
forwarding Forwarding(controlsignal[6],RS1,RS2,Rd1,Rd2,ForwardA,ForwardB);
shift Shift(Immediatevalue,immediateout);
add Add(PC,immediateout,branchaddress);
MUX1 Mux5(RD1,Writedatain,ALUIN,ForwardA,ALUinput1);
MUX1 Mux6(RD2,Writedatain,ALUIN,ForwardB,MUXout);
MUX Mux2(MUXout,Immediatevalue,controlsignal[8],ALUinput2);
ALUControl ALU_Control(controlsignal[1:0],Alucontrolinput[3],Alucontrolinput[2:0],Alucontrol);
ALU ALU_Unit(Alucontrol,ALUinput1,ALUinput2,ALUresult,zero);
endmodule  
module forwarding(
input RegWrite, input [4:0] RS1, RS2, RD1, RD2,
output reg [1:0] ForwardA , ForwardB);
always@(*)
	begin
	if (RegWrite)
	begin
	if(RS1 == RD1 && RS1 != 0)
		ForwardA = 2'b10;
	else if (RS1 == RD2 && RS1 != 0)
		ForwardA = 2'b01;
	else
		ForwardA = 2'b00;
	if(RS2 == RD1 && RS1 != 0)
		ForwardB = 2'b10;
	else if(RS2 == RD2 && RS1 != 0)
		ForwardB = 2'b01;
	else
		ForwardB = 2'b00;
	end
	end
endmodule
module MUX (input [63 : 0] a,b,
 input  s,
 output [63 : 0] out);
assign out = (s == 1'b0) ? a : b;
endmodule
module MUX1 (input [63 : 0] a,b,c,
 input  [1:0] s,
 output [63 : 0] out);
assign out = (s == 2'b10) ? c : (s == 2'b01) ? b : a;
endmodule
module add (input [63:0] A1, A2,
output [63:0] Y);
assign Y = A1 + A2;
endmodule
module shift (
input [63:0] In,
output [63:0] out);
assign out = In << 1;
endmodule 
[run.sh]
#!/bin/bash
# OpenROAD 26Q1-2900-gdf79404cd8, Yosys 0.63+post, stock flow scripts
make -C /OpenROAD-flow-scripts/flow DESIGN_CONFIG=/design/flow/config.mk WORK_HOME=/design/flow/orfs finish
[config.mk]
export PLATFORM = sky130hd
export DESIGN_NAME = EXU
export DESIGN_NICKNAME = EXU
export VERILOG_FILES = /design/flow/design.v
export SDC_FILE = /design/flow/constraint.sdc
export NUM_CORES = 4
export LEC_CHECK = 1
export CORE_UTILIZATION = 40
[constraint.sdc]
current_design EXU

set clk_period 59.2
set clk_io_pct 0.2

create_clock -name clk0 -period $clk_period

set non_clock_inputs [all_inputs -no_clocks]
set_input_delay [expr $clk_period * $clk_io_pct] -clock clk0 $non_clock_inputs
set_output_delay [expr $clk_period * $clk_io_pct] -clock clk0 [all_outputs]
==> results_slide.txt <==
Key Metrics from the Run

Yosys
  – Synth Warn #: 3
  – Syn Area/Cell: 6.59 um2
  – Top FF cell, synth: dlxtp_1
  – Post-synth EDFFs: 0
  – Ys flops: 4
  – Ys cells: 4955
  – Ys async rst share: 0
  – Chip area line of the yosys report: 32700 um2
  – Area of the mapped netlist: 32700 um2
  – Distinct cells, synth: 114
  – Syn Inst Count: 4955

Final timing
  – Register pins left without a clock: 4
  – Fin crit period: 32550 ps
  – Final setup viols: 0
  – Setup_tns: 0 ps
  – RSZ-0062 raised after global routing: no
  – Final Max Tran Viols: 0
  – Max frequency: 30.7 MHz
  – Period utilization: 0.550
  – Endpoints left unconstrained: 4
  – Final Hold Fails: 0
  – Slew headroom: 0.154
  – Hold Slack: 23680 ps
  – Slew @ Worst Pin: 1270 ps

Global route
  – Pin count of the biggest net entering global routing: 112
  – GR Util met1: 0.618
  – Grt met3 use: 0.176
  – Initial antenna violation count: 31
  – Met2 Usage GRT: 0.713
  – Most Crowded Layer GR: met2
  – First-pass GRT wire length: 291000 um
  – Total GRT Usage: 0.494
  – Vias in the first global route: 40610
  – GRT Residual Overflow: 0

Finish
  – Comb gate area: 30300 um2
  – Layout cells sized above 1: 0.0691
  – Layout area overhead: 21.0%
  – FILL cells: 8324
  – Sequential cell area: 60.1 um2

Critical path
  – CP Class: input pin to output pin
  – CP most frequent cell: buf_4
  – Top delay family on crit path: simple AND/OR/NAND/NOR gates
  – Crit end category: output pin
  – Max incr delay on CP: 640 ps
  – Crit-path slowest cell: a21oi_1
  – Crit path depth: 34
  – WP data arrival: 20710 ps
  – CP startpoint kind: input pin
  – Data required, critical path: 47360 ps
  – Crit Path Max Fanout: 36
  – Buf/Inv on CP: 7

Die
  – Chip Footprint: 82800 um2
  – Die x size: 288 um
  – Die y size: 288 um
  – Pre-Place Util: 0.405
  – Core Region: 80700 um2
  – IO Pins: 546
  – # rows: 104

Route
  – ANT nets after route: 0
  – DRC errors left: 0
  – Starting DRC count in detailed routing: 5105
  – DR WL/cell: 32.1 um
  – Routed vias: 43917
  – Vias/cell: 6.80
  – Pre-antenna DRT Iters: 27
  – Post-Route WL: 207000 um

Power and ir drop
  – PnR Total Power: 548 uW
  – P per Cell Area: 13.9 nW/um2
  – Max VDD drop: 0.0000184 V
  – P_leak: 0.0151 uW

Place
  – RD Place Congestion: 1.21
  – Port bufs: 539
  – DPL Wire Length: 167000 um

Hold path
  – HP Class: input pin to output pin
  – WHS Path Cells: 0

Clocking
  – Post-CTS sizing: 0
  – Hold Buf Count CTS: 0
  – Postcts setup bufs: 0

Outcome
  – Status: finished clean

Job
  – # Max-Cap Violations: 0
  – Log Warnings: 166
==> layer usage <==
layer,vias up,share of wire
met5,-,0.0026
met4,10,0.080
met1,20568,0.38
met3,711,0.13
met2,3127,0.41
li1,19501,-
==> area by class of cell <==
type,count,area share
antenna,38,0.00241
sequential,4,0.00152
multi-input combinational,4387,0.766
inverter,228,0.0217
timing repair buffer,739,0.175
tap,1060,0.0335
==> flip-flops by register name, indices dropped and copies added (netlist names) <==
name and flops:
Forwarding.ForwardB 2, Forwarding.ForwardA 2
==> cells by family after synthesis <==
family / count (synthesis) / share of synthesized area
buf+inv: 564 / 0.0762
compound gates: 1684 / 0.337
xor+xnor: 263 / 0.0705
fa+ha+maj: 323 / 0.124
latches: 4 / 0.00184
mux: 415 / 0.138
simple gates: 1702 / 0.252
==> per-stage QoR <==
| step | util | cell area, um2 | setup WS (ps) | cells |
|---|---|---|---|---|
| 2_1_floorplan | - | 32700 | 29770 | 4955 |
| 3_3_place_gp | 0.489 | 39400 | 26950 | 6418 |
| 3_5_place_dp | 0.489 | 39400 | 26880 | 6418 |
| 4_1_cts | 0.489 | 39400 | 26880 | 6418 |
| 5_1_grt | 0.490 | 39500 | 26320 | 6440 |
| 6_report | 0.490 | 39500 | 26650 | 6456 |
==> final timing paths <==
path        startpoint               end  slack [ps]
min              PC[0]  branchaddress[0]       23680
max   controlsignal[8]              zero       26650
==> power breakdown <==
part	switching, uW	internal, uW	leakage (uW)
clock	0	0.0000721	0.000000231
sequential	0.149	0.151	0.0000290
combinational	344	204	0.0150
total	344	204	0.0151
==> placed cells by master (no fill, tap or decap), types with 42 or more instances in the layout <==
master           instances
nor3_1                 102
o21ai_0                381
mux2i_1                345
a31oi_1                 76
o21a_1                  42
ha_1                   320
and2_1                  63
o211ai_1               119
nand4_1                 47
nand3_1                379
a21oi_1                392
inv_1                  220
nor2_1                 384
nor2b_1                 44
a211oi_1                79
o221ai_1                43
buf_4                  198
xnor2_1                219
nand2_1                419
xor2_1                  42
a21o_1                  93
o22ai_1                 67
nor4_1                  48
nand2b_1                46
clkdlybuf4s50_1        538
==> Yosys cell counts (67+ instances only) <==
| cell | instances | area share |
|---|---|---|
| nor3_1 | 103 | 0.016 |
| o22ai_1 | 67 | 0.013 |
| nor2_1 | 387 | 0.044 |
| mux2i_1 | 347 | 0.11 |
| nand3_1 | 381 | 0.058 |
| xnor2_1 | 220 | 0.059 |
| a21oi_1 | 393 | 0.060 |
| inv_1 | 220 | 0.025 |
| a31oi_1 | 76 | 0.015 |
| o211ai_1 | 119 | 0.027 |
| ha_1 | 320 | 0.12 |
| buf_2 | 82 | 0.013 |
| nand2_1 | 419 | 0.048 |
| a21o_1 | 94 | 0.022 |
| clkbuf_1 | 157 | 0.018 |
| a211oi_1 | 79 | 0.018 |
| o21ai_0 | 381 | 0.058 |
No activity file was given, so power comes from the tool's default toggle rates.
